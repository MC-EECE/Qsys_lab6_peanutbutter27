<file path="flow/run.sh">
#!/bin/bash
# OpenROAD 26Q1-2900-gdf79404cd8, Yosys 0.63+post, stock flow scripts
make -C /OpenROAD-flow-scripts/flow DESIGN_CONFIG=/design/flow/config.mk WORK_HOME=/design/flow/orfs finish
</file>
<file path="flow/config.mk">
export PLATFORM = sky130hd
export DESIGN_NAME = PWM
export DESIGN_NICKNAME = PWM
export VERILOG_FILES = /design/flow/design.v
export SDC_FILE = /design/flow/constraint.sdc
export NUM_CORES = 4
export LEC_CHECK = 1
export CORE_UTILIZATION = 30
</file>
<file path="flow/constraint.sdc">
current_design PWM

set clk_period 9.5
set clk_io_pct 0.2

create_clock -name clk0 -period $clk_period [get_ports {clk}]

set non_clock_inputs [all_inputs -no_clocks]
set_input_delay [expr $clk_period * $clk_io_pct] -clock clk0 $non_clock_inputs
set_output_delay [expr $clk_period * $clk_io_pct] -clock clk0 [all_outputs]
</file>
<file path="flow/design.v">
module PWM #(parameter n = 32, parameter m = 4)(  
 input reset_n, clk, 
 input [n-1:0] pulse_width, 
 input [n-1:0] period, 
 output wire out 
 ); 
 reg [n-1:0] counter_d, counter_q; 
 reg pwm_d, pwm_q;
 always@(posedge clk) 
 begin 
    if(~reset_n)  
    begin 
 		counter_q <= 32'b0;  
		pwm_q <= 0;
 	 end 
 	else 
	begin
	  counter_q <= counter_d;
	  pwm_q <= pwm_d;
	end
 end  
 always@(*) 
 begin 
	counter_d = counter_q + 1;
	if (counter_d > period)
	begin
	  counter_d = 0;
	end
	pwm_d = (counter_d < pulse_width)?1:0;
 end 
 assign out = pwm_q;
 endmodule 
</file>
==> flow_summary.json <==
{
  "overflow": 0,
  "io_buffers": 66,
  "drtAntennaViolNets": 0,
  "antenna_found_initial": 0,
  "rsz0062_at_grt": "no",
  "cp_slowest_stage_delay_ns": 0.45,
  "cts_tree": "built",
  "crit_path_frequent_cell": "ha_1",
  "crit_required_ns": 9.71,
  "ctsLongestPathBuffers": 2,
  "wire_per_inst_um": 12.2,
  "htreeDepth": 2,
  "route.antenna.diode_count": 0,
  "dp_hpwl_um": 6760,
  "cpMaxStageDelayCell": "clkdlybuf4s50_1",
  "root_buffer": "clkbuf_8",
  "grt_max_degree": 25,
  "die_w_um": 106,
  "post_cts_buffers": 0,
  "worst-path-max-fanout": 17,
  "path_cells": "clkdlybuf4s50_1, inv_1, ha_1, nand4_1, nor4_1, and2_1, a2bb2oi_1, nand2_1, buf_4, nor2_1, ha_1, a211o_1, a21oi_1, nor3_1, o311ai_0, a21boi_0, a211oi_1",
  "arrival_ns": 5.98,
  "fin_crit_ns": 5.77,
  "worst_pin_slew_ns": 0.582,
  "coreArea_mm2": 0.0105,
  "critPathKind": "input port to flop",
  "wl_um": 8000,
  "maxCapViolations": 0,
  "drive_gt1_share_pct": 3.26,
  "syn-instance-count": 451,
  "endpoint": "pwm_q",
  "crit_start": "period[15]",
  "worstSetupStartpointType": "input port",
  "synth.area.top_cells": "ha_1, dfxtp_1, inv_1, nor2_1, xor2_1",
  "drc": 0,
  "drt_pass1_iterations": 4,
  "placement_rows": 37,
  "maxSlewViolCount": 0,
  "yosys_warnings": 1,
  "cp-end-kind": "flop",
  "ys.flops": 33,
  "viasPerCell": 4.60,
  "powerDensity_mw_per_mm2": 82.4,
  "finalClockPeriodUsage_pct": 60.8,
  "power_leakage_nw": 2.33,
  "syn_to_final_growth_pct": 28.6,
  "warning_count": 25,
  "pin_count": 67,
  "grt_pass1_wl_um": 13900,
  "insertion_delay_ns": 0.29,
  "yosys.area.top_type_share_pct": 24.5,
  "die_h_um": 106,
  "ir_worst_vdd_mv": 0.0725,
  "clock_skew_ns": 0.00775,
  "timing.reg2reg.worst_path_depth": 22,
  "async_reset_ff_share_pct": 0,
  "numCtsBuffers": 5,
  "ys_seq_share_pct": 20.2,
  "drt_iter0_markers": 111,
  "r2r_end": "pwm_q",
  "syn_area_mm2": 0.00327,
  "initial_core_util_pct": 31.3,
  "tns_ns": 0,
  "finalPower_w": 0.000347,
  "path_clk_slew_ns": 0.07,
  "edf_count": 0,
  "holdBufCountCts": 0,
  "largest_area_cell": "ha_1",
  "gp_congestion": 0.869,
  "reg2reg_slack_ns": 3.85,
  "cts_resized": 0,
  "die-area_mm2": 0.0113,
  "ys_chip_area_mm2": 0.00327,
  "yosys_cells": 451,
  "finalSetupViolCount": 0,
  "flop_cell": "dfxtp_1",
  "route.vias.total": 3019,
  "clock-sinks": 33,
  "hold_class": "flop to flop",
  "grt_pass1_vias": 3127,
  "grt_use_total_pct": 15.5,
  "relSlewSlack_pct": 60.9,
  "avgSynthCellArea_um2": 7.26,
  "r2r_start": "counter_q[0]",
  "finalHoldViolations": 0,
  "synth.distinct_cells": 42,
  "run_status": "complete, no violations",
  "maxClockFrequency_mhz": 173
}
[layer usage]
metal	global-route usage, %	share of wire, %
met4	1.37	0.72
met5	0	0
met1	21.4	50
met3	2.44	4.8
met2	26.8	45
[worst min path at each step]
stage	from	endpoint	slack (ns)	depth (start not counted)
final	counter_q[0]	counter_q[0]	0.55	1
after global routing	counter_q[31]	counter_q[31]	0.56	2
after CTS	counter_q[0]	counter_q[0]	0.55	1
[layout make-up]
class,count,area [um2]
fillers,1089,6250
multi-input cells,313,2210
repair buffers,68,676
flip-flops and latches,33,661
inverters,99,372
well taps,136,170
clock buffers,7,86.3
clock inverters,1,30.0
[cells in the mapped netlist, types with 3 or more instances]
cell and instances:
nand3_1 17, nor2_1 78, xor2_1 16, nand2_1 25
nor3_1 3, a211oi_1 3, nor4_1 7, nand4_1 18
dfxtp_1 33, o21a_1 4, a21o_1 7, ha_1 64
buf_2 3, o21ai_0 7, inv_1 99, xnor2_1 14
o211ai_1 3, a21oi_1 18, clkbuf_1 3
[placed cells by master (no fill, tap or decap), types with 2 or more instances in the layout]
master,instances
clkdlybuf4s50_1,66
and3_1,2
buf_4,2
nand3_1,17
ha_1,64
nand2_1,25
nand2b_4,2
dfxtp_1,33
nor4_1,7
a21o_1,7
nor2_1,78
inv_1,99
a211o_1,2
or2_2,2
xor2_1,16
o21a_1,4
o21ai_0,7
nand4_1,18
and2_1,2
a21oi_1,18
clkbuf_8,6
nor3_1,3
o211ai_1,3
nor2b_1,2
a211oi_1,3
xnor2_1,14
[report_power, final]
group / internal, W / leakage [nW] / switching [W] / total, W
Clock: 0.0000856 / 0.0585 / 0.0000534 / 0.000139
Sequential: 0.000140 / 0.267 / 0.00000196 / 0.000142
Combinational: 0.0000382 / 2.00 / 0.0000281 / 0.0000662
Total: 0.000263 / 2.33 / 0.0000834 / 0.000347
[stage by stage]
stage | utilization, % | cell area (um2) | setup slack, ns | hold WS (ns) | instances
CTS | 40.2 | 4210 | 3.72 | 0.546 | 657
detailed placement | 39.1 | 4090 | 3.42 | 0.529 | 649
floorplan | - | 3270 | 4.59 | 0.463 | 451
finish | 40.2 | 4210 | 3.73 | 0.545 | 657
global placement | 39.1 | 4090 | 3.47 | 0.521 | 649
global route | 40.2 | 4210 | 3.23 | 0.565 | 657
[critical path, delay by kind of cell]
kind | cells | cell delay (ns)
and+or+nand+nor | 6 | 1.33
AOI/OAI and AO/OA | 6 | 1.35
adders and majority gates | 2 | 0.57
buffers and inverters | 3 | 0.82
[flip-flops by register name (all words and copies together) (netlist names)]
signal     flops
counter_q     32
pwm_q          1
[cell families (layout without fill, tap and decap cells)]
kind of cell / after synthesis / count (layout) / share of synthesized area (%)
compound gates: 53 / 53 / 10.6
fa+ha+maj: 64 / 64 / 24.5
buf+inv: 105 / 175 / 12.2
simple gates: 166 / 166 / 24.6
xor+xnor: 30 / 30 / 8.03
flops: 33 / 33 / 20.2
Power figures rest on the tool's default switching activity, not on a simulated workload.
